==> ./config.mk <==
export PLATFORM = sky130hd
export DESIGN_NAME = BC_FIR
export DESIGN_NICKNAME = BC_FIR
export VERILOG_FILES = /design/flow/design.v
export SDC_FILE = /design/flow/constraint.sdc
export NUM_CORES = 4
export LEC_CHECK = 1
export CORE_UTILIZATION = 50
export SYNTH_HDL_FRONTEND = slang
==> ./constraint.sdc <==
current_design BC_FIR

set clk_period 20.0
set clk_io_pct 0.2

create_clock -name clk0 -period $clk_period [get_ports {clock_s}]

set non_clock_inputs [all_inputs -no_clocks]
set_input_delay [expr $clk_period * $clk_io_pct] -clock clk0 $non_clock_inputs
set_output_delay [expr $clk_period * $clk_io_pct] -clock clk0 [all_outputs]
==> ./design.v <==
module BC_FIR(
    input [12:0]                in, 
    input                       clock_s, 
    output logic [12:0]         out 
);
localparam [12-1:0] b[19-1:0] = {12'd3,12'd0,12'd4075,12'd0,12'd78,12'd0,12'd3859,12'd0,12'd943,12'd1533,12'd943,12'd0,12'd3859,12'd0,12'd78,12'd0,12'd4075,12'd0,12'd3};
logic [12-1:0]       mux_in_large [2*19-1:0];
logic [12-1:0]       next_mux_in_large [2*19-1:0];  
logic [12-1:0]       mux_in [19-1:0];  
assign next_mux_in_large[2*19-1:1] = mux_in_large[2*19-2:0];
assign next_mux_in_large[0] = in;
genvar gi;
for (gi=0; gi<19; gi=gi+1) begin : genbit
    assign mux_in[gi] = mux_in_large[(gi+1)*2-1];
end
    always_comb begin
        out = b[0]*mux_in[0];
        for(int i = 1; i < 18/2; i=i+1) begin
            out = out + b[i]*(mux_in[i]+mux_in[18-i]);
        end
        out = out + b[9]*mux_in[9];
    end
always_ff @(posedge clock_s) begin
    mux_in_large <= next_mux_in_large;
end
endmodule
==> ./run.sh <==
#!/bin/bash
# OpenROAD 26Q1-2900-gdf79404cd8, Yosys 0.63+post, stock flow scripts
make -C /OpenROAD-flow-scripts/flow DESIGN_CONFIG=/design/flow/config.mk WORK_HOME=/design/flow/orfs finish
==> impl_metrics.json <==
{
  "io_buffers": 25,
  "maxSlewHeadroom_pct": 46.1,
  "ys_cells": 1458,
  "min_path_cells": 0,
  "period_needed_ns": 15.98,
  "fin_crit_sh_pct": 79.9,
  "hp-class": "reg2reg",
  "ys_sh_aoi_pct": 3.47,
  "drtAntennaViolNets": 0,
  "yosysWarnings": 0,
  "common_cells": "dfxtp_1 (408), inv_1 (338), ha_1 (215), fa_1 (209), xnor2_1 (87)",
  "logic_family": "adder cells",
  "tightest_slew_ns": 0.803,
  "drv_cap": 0,
  "synth-edff-count": 0,
  "globalplace.congestion": 0.940,
  "clock_latency_ns": 0.53,
  "ctsHtreeMaxLevel": 2,
  "end_kind": "output port",
  "cts_resized": 0,
  "cts_root_buffer": "clkbuf_16",
  "cts_buffers": 40,
  "place_hpwl_um": 28100,
  "yosys.area.top_type": "dfxtp_1",
  "setup_viol": 0,
  "synth.area.top_cells": "dfxtp_1 (44%), fa_1 (23%), ha_1 (15%), inv_1 (6.9%), xnor2_1 (4.1%)",
  "synth_top_area_share_pct": 44.3,
  "synth_area_um2": 18400,
  "fp-row-count": 69,
  "grt_use_total_pct": 20.9,
  "final.setup.tns_ns": 0,
  "ys_seq_share_pct": 44.3,
  "status": "complete, no violations",
  "cp_max_fo": 5,
  "ys_sh_xor_pct": 6.33,
  "warnings": 31,
  "drive_gt1_share_pct": 5.23,
  "die_area_um2": 37600,
  "grt_max_degree": 16,
  "most_common_cell": "dfxtp_1",
  "drt_wl_total_um": 34200,
  "vias": 9317,
  "coreArea_um2": 35900,
  "cts_tree": "done",
  "fa_ha_area_share_pct": 37.3,
  "reg2reg_depth": 0,
  "critPathLaunchType": "register",
  "cp.required_ns": 16.00,
  "rsz0062_at_grt": "false",
  "fin_cells": 2030,
  "synth_top_flop_cell": "dfxtp_1",
  "vias_per_cell": 4.59,
  "ys_chip_area_um2": 18400,
  "areaGrowthSynthToFinish_pct": 12.7,
  "cpPeakStageDelay_ns": 0.62,
  "grt_pass1_vias": 9811,
  "die_w_um": 194,
  "cp_slowest_cell": "fa_1",
  "postSynthCellCount": 1458,
  "grt_pass1_wl_um": 54600,
  "arrival_ns": 11.98,
  "post_synth_and_or_nand_nor_area_fraction_pct": 1.67,
  "async_flop_share_pct": 0,
  "dr.pass1.iters": 4,
  "ys_ff": 408,
  "hold_violations": 0,
  "drv_slew": 0,
  "setup.worst_path.class": "reg2out",
  "skew_ns": 0.0123,
  "place_inst": 1957,
  "gr-total-overflow": 0,
  "drc": 0,
  "hold_buffers": 0,
  "postCtsSetupRepairBufs": 0,
  "synth_area_per_cell_um2": 12.6,
  "cts.path.max_buffers": 3,
  "fmax_mhz": 62.6,
  "routedWlPerCell_um": 16.9,
  "drt_iter0_drc": 211,
  "die_h_um": 194,
  "fp-utilization_pct": 51.3,
  "nFillCells": 2914,
  "antenna_found_initial": 1,
  "muxShareOfSynthArea_pct": 0.0543,
  "ios": 27,
  "clkTransAtPathRegs_ns": 0.07,
  "cts.sinks": 408,
  "ys_types": 39
}
[metal layers]
metal  global-route usage (%)  up-vias  part of all wire (%)
li1                         -     4633                     -
met1                     32.4     4418                    44
met2                     29.9      221                    45
met3                     8.48       45                   9.6
met4                     3.73        0                   2.0
met5                        0        -                     0
[flip-flops by register name, indices dropped and copies added, names as in the netlist]
name and flops:
mux_in_large 204, mux_in 204
[cells in the final DEF (no fill, tap or decap), types with 7 or more instances in the layout]
cell	n
a21oi_1	38
ha_1	215
buf_4	13
nor2_1	14
nor3_1	9
clkbuf_16	42
xor2_1	27
clkdlybuf4s50_1	25
dfxtp_1	408
nor2b_1	7
fa_1	209
inv_1	338
a21o_1	13
o21ai_0	19
xnor2_1	87
nand2_1	14
[kinds of logic after synthesis]
logic type	count (synthesis)
mux	1
flops	408
simple gates	63
xor+xnor	122
compound gates	102
fa+ha+maj	424
buf+inv	338
[metrics by stage]
| stage | setup slack [ns] | instance area (um^2) | util, % | hold WS (ns) |
|---|---|---|---|---|
| after global placement | 4.51 | 19400 | 53.9 | 0.310 |
| final | 4.02 | 20800 | 57.9 | 0.315 |
| after floorplan | 6.01 | 18400 | - | 0.310 |
| after detailed placement | 4.49 | 19400 | 53.9 | 0.312 |
| after global routing | 3.23 | 20800 | 57.9 | 0.320 |
| after CTS | 3.83 | 20800 | 57.9 | 0.318 |
[worst max-delay path: cells and delay by family (launching register included)]
kind,cells,cell delay [ns]
DFF,1,0.33
AOI/OAI and AO/OA,6,1.35
xor gates and xnor gates,12,2.50
and+or+nand+nor,1,0.20
buffers and inverters,11,1.04
adders and majority gates,13,6.04
[cell type report]
class                           count  area (um^2)  share of cell area [%]
Multi-Input combinational cell    712         9000                    43.3
Antenna cell                        1         2.50                  0.0120
Tap cell                          461          577                    2.78
Clock buffer                       52         1130                    5.43
Clock inverter                     20          294                    1.41
Sequential cell                   408         8170                    39.3
Timing Repair Buffer               38          348                    1.67
Inverter                          338         1270                    6.10
[worst paths after layout]
| kind | slack, ns | to | start |
|---|---|---|---|
| max reg2reg | 19.14 | mux_in_large[242] | mux_in[110] |
| min | 0.32 | mux_in[101] | mux_in_large[197] |
| max | 4.02 | out[12] | mux_in[52] |
| min reg2reg | 0.32 | mux_in[101] | mux_in_large[197] |
